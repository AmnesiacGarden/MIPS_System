--- flow/run.sh ---
#!/bin/bash
# OpenROAD 26Q1-2900-gdf79404cd8, Yosys 0.63+post, stock flow scripts
make -C /OpenROAD-flow-scripts/flow DESIGN_CONFIG=/design/flow/config.mk WORK_HOME=/design/flow/orfs finish
--- flow/design.v ---
module GPIO(
  input clk,
  input reset,
  input CS_N,
  input RD_N,
  input WR_N,
  input [11:0] Addr,
  input [31:0] DataIn,
  input [3:1] KEY,
  input [17:0] SW,
  output reg [31:0] DataOut,
  output Intr,
  output [6:0] HEX7,
  output [6:0] HEX6,
  output [6:0] HEX5,
  output [6:0] HEX4,
  output [6:0] HEX3,
  output [6:0] HEX2,
  output [6:0] HEX1,
  output [6:0] HEX0,
  output [17:0] LEDR,
  output [8:0] LEDG
  );
  reg [31:0] SW_StatusR;
  reg [31:0] KEY_StatusR;
  reg [31:0] LEDG_R;
  reg [31:0] LEDR_R;
  reg [31:0] HEX0_R;
  reg [31:0] HEX1_R;
  reg [31:0] HEX2_R;
  reg [31:0] HEX3_R;
  reg [31:0] HEX4_R;
  reg [31:0] HEX5_R;
  reg [31:0] HEX6_R;
  reg [31:0] HEX7_R;
  wire key1_pressed;
  wire key2_pressed;
  wire key3_pressed;
  wire sw0_pressed;
  wire sw1_pressed;
  wire sw2_pressed;
  wire sw3_pressed;
  wire sw4_pressed;
  wire sw5_pressed;
  wire sw6_pressed;
  wire sw7_pressed;
  wire sw8_pressed;
  wire sw9_pressed;
  wire sw10_pressed;
  wire sw11_pressed;
  wire sw12_pressed;
  wire sw13_pressed;
  wire sw14_pressed;
  wire sw15_pressed;
  wire sw16_pressed;
  wire sw17_pressed;
   key_detect  key1 (clk, reset, KEY[1], key1_pressed);
   key_detect  key2 (clk, reset, KEY[2], key2_pressed);
   key_detect  key3 (clk, reset, KEY[3], key3_pressed);
   key_detect  sw0  (clk, reset, ~SW[0],  sw0_pressed);
   key_detect  sw1  (clk, reset, ~SW[1],  sw1_pressed);
   key_detect  sw2  (clk, reset, ~SW[2],  sw2_pressed);
   key_detect  sw3  (clk, reset, ~SW[3],  sw3_pressed);
   key_detect  sw4  (clk, reset, ~SW[4],  sw4_pressed);
   key_detect  sw5  (clk, reset, ~SW[5],  sw5_pressed);
   key_detect  sw6  (clk, reset, ~SW[6],  sw6_pressed);
   key_detect  sw7  (clk, reset, ~SW[7],  sw7_pressed);
   key_detect  sw8  (clk, reset, ~SW[8],  sw8_pressed);
   key_detect  sw9  (clk, reset, ~SW[9],  sw9_pressed);
   key_detect  sw10 (clk, reset, ~SW[10], sw10_pressed);
   key_detect  sw11 (clk, reset, ~SW[11], sw11_pressed);
   key_detect  sw12 (clk, reset, ~SW[12], sw12_pressed);
   key_detect  sw13 (clk, reset, ~SW[13], sw13_pressed);
   key_detect  sw14 (clk, reset, ~SW[14], sw14_pressed);
   key_detect  sw15 (clk, reset, ~SW[15], sw15_pressed);
   key_detect  sw16 (clk, reset, ~SW[16], sw16_pressed);
   key_detect  sw17 (clk, reset, ~SW[17], sw17_pressed);
  always @(posedge clk)
  begin
    if(reset)    KEY_StatusR  <= 0;
    else
    begin
      if (~CS_N && ~RD_N && Addr[11:0] == 12'h000)
          KEY_StatusR  <= 0;
      else
      begin
         if(key1_pressed)   KEY_StatusR[1] <= 1'b1;
         if(key2_pressed)   KEY_StatusR[2] <= 1'b1;
         if(key3_pressed)   KEY_StatusR[3] <= 1'b1;
      end
    end
  end
  always @(posedge clk)
  begin
    if(reset)   SW_StatusR   <= 0;
    else
    begin
      if (~CS_N && ~RD_N && Addr[11:0] == 12'h004)
          SW_StatusR  <= 0;
      else
      begin
           if(sw0_pressed)         SW_StatusR[0] <= 1'b1;
           if(sw1_pressed)         SW_StatusR[1] <= 1'b1;
           if(sw2_pressed)         SW_StatusR[2] <= 1'b1;
           if(sw3_pressed)         SW_StatusR[3] <= 1'b1;
           if(sw4_pressed)         SW_StatusR[4] <= 1'b1;
           if(sw5_pressed)         SW_StatusR[5] <= 1'b1;
           if(sw6_pressed)         SW_StatusR[6] <= 1'b1;
           if(sw7_pressed)         SW_StatusR[7] <= 1'b1;
           if(sw8_pressed)         SW_StatusR[8] <= 1'b1;
           if(sw9_pressed)         SW_StatusR[9] <= 1'b1;
           if(sw10_pressed)        SW_StatusR[10] <= 1'b1;
           if(sw11_pressed)        SW_StatusR[11] <= 1'b1;
           if(sw12_pressed)        SW_StatusR[12] <= 1'b1;
           if(sw13_pressed)        SW_StatusR[13] <= 1'b1;
           if(sw14_pressed)        SW_StatusR[14] <= 1'b1;
           if(sw15_pressed)        SW_StatusR[15] <= 1'b1;
           if(sw16_pressed)        SW_StatusR[16] <= 1'b1;
           if(sw17_pressed)        SW_StatusR[17] <= 1'b1;
      end
    end
  end
  always @(*)
  begin
      if (~CS_N && ~RD_N) 
      begin
        if      (Addr[11:0] == 12'h000) DataOut <= KEY_StatusR;
        else if (Addr[11:0] == 12'h004) DataOut <= SW_StatusR;
        else                            DataOut <= 32'b0;
      end
      else                              DataOut <= 32'b0;
  end
  always @(posedge clk)
  begin
    if(reset)
    begin                                        
        LEDR_R[17:0] <=18'b0;
        LEDG_R[8:0]  <=9'h1FF;
        HEX0_R <= 7'b1000000;
        HEX1_R <= 7'b1000000;
        HEX2_R <= 7'b1000000;
        HEX3_R <= 7'b1000000;
        HEX4_R <= 7'b1000000;
        HEX5_R <= 7'b1000000;
        HEX6_R <= 7'b1000000;
        HEX7_R <= 7'b1000000;
    end
    else if(~CS_N && ~WR_N) 
    begin                                        
	        if       (Addr[11:0] == 12'h008)  LEDR_R       <= DataIn;
           else if  (Addr[11:0] == 12'h00C)  LEDG_R       <= DataIn;
           else if  (Addr[11:0] == 12'h010)  HEX0_R       <= DataIn;
           else if  (Addr[11:0] == 12'h014)  HEX1_R       <= DataIn;
           else if  (Addr[11:0] == 12'h018)  HEX2_R       <= DataIn;
           else if  (Addr[11:0] == 12'h01C)  HEX3_R       <= DataIn;
           else if  (Addr[11:0] == 12'h020)  HEX4_R       <= DataIn;
           else if  (Addr[11:0] == 12'h024)  HEX5_R       <= DataIn;
           else if  (Addr[11:0] == 12'h028)  HEX6_R       <= DataIn;
           else if  (Addr[11:0] == 12'h02C)  HEX7_R       <= DataIn;
    end
  end         
	assign LEDR[17:0] = LEDR_R[17:0];
	assign LEDG[8:0]  = LEDG_R[8:0];
	assign HEX0       = HEX0_R[6:0];
	assign HEX1       = HEX1_R[6:0];
	assign HEX2       = HEX2_R[6:0];
	assign HEX3       = HEX3_R[6:0];
	assign HEX4       = HEX4_R[6:0];
	assign HEX5       = HEX5_R[6:0];
	assign HEX6       = HEX6_R[6:0];
	assign HEX7       = HEX7_R[6:0];
	assign Intr = ~((|KEY_StatusR[3:0]) || (|SW_StatusR[17:0])); 
endmodule
module key_detect(input clk, input reset, input key, output key_pressed);
			reg [3:0] c_state;
			reg [3:0] n_state;
			parameter  S0  =  4'b0000;
			parameter  S1  =  4'b0001;
			parameter  S2  =  4'b0010;
			parameter  S3  =  4'b0011;
			parameter  S4  =  4'b0100;
			parameter  S5  =  4'b0101;
			parameter  S6  =  4'b0110;
			parameter  S7  =  4'b0111;
			parameter  S8  =  4'b1000;
			parameter  S9  =  4'b1001;
			parameter  S10 =  4'b1010;
			parameter  S11 =  4'b1011;
			parameter  S12 =  4'b1100;
			parameter  S13 =  4'b1101;
			parameter  S14 =  4'b1110;
			parameter  S15 =  4'b1111;
			always@ (posedge clk)  
			begin
				if(reset) c_state <= S0;
				else       c_state <= n_state;
			end
			always@(*)  
			begin
			case(c_state)
			S0 :  if(~key) n_state <= S1;
					else     n_state <= S0;
			S1 :  if(~key) n_state <= S2;
					else     n_state <= S0;
			S2 :  if(~key) n_state <= S3;
					else     n_state <= S0;
			S3 :  if(~key) n_state <= S4;
					else     n_state <= S0;
			S4 :  if(~key) n_state <= S5;
					else     n_state <= S0;
			S5 :  if(~key) n_state <= S6;
					else     n_state <= S0;
			S6 :  if(~key) n_state <= S7;
					else     n_state <= S0;
			S7 :  if(~key) n_state <= S8;
					else     n_state <= S0;
			S8 :  if(~key) n_state <= S9;
					else     n_state <= S0;
			S9 :  if(~key) n_state <= S10;
					else     n_state <= S0;
			S10:  if(~key) n_state <= S11;
					else     n_state <= S0;
			S11:  if(~key) n_state <= S12;
					else     n_state <= S0;
			S12:  if(~key) n_state <= S13;
					else     n_state <= S0;
			S13:  if(~key) n_state <= S14;
					else     n_state <= S0;
			S14:  if(~key) n_state <= S15;
					else     n_state <= S0;
			S15:  if(key)  n_state <= S0;
					else     n_state <= S15;
			default:       n_state <= S0;
			endcase
         end
			assign  key_pressed =  (c_state == S14);
endmodule
--- flow/constraint.sdc ---
current_design GPIO

set clk_period 7.8
set clk_io_pct 0.2

create_clock -name clk0 -period $clk_period [get_ports {clk}]

set non_clock_inputs [all_inputs -no_clocks]
set_input_delay [expr $clk_period * $clk_io_pct] -clock clk0 $non_clock_inputs
set_output_delay [expr $clk_period * $clk_io_pct] -clock clk0 [all_outputs]
--- flow/config.mk ---
export PLATFORM = sky130hd
export DESIGN_NAME = GPIO
export DESIGN_NICKNAME = GPIO
export VERILOG_FILES = /design/flow/design.v
export SDC_FILE = /design/flow/constraint.sdc
export NUM_CORES = 4
export LEC_CHECK = 1
export CORE_UTILIZATION = 40
==> GITHUB_STEP_SUMMARY <==
### Yosys + OpenROAD results

| Metric | Value |
|---|---|
| Number of different library cells in the post-synthesis netlist | 29 |
| Port-buffer cells | approximately 160 |
| Critical Path, Cell by Cell | clkdlybuf4s50_1 -> nor4_4 -> and3_1 -> buf_4 -> and4_1 -> clkdlybuf4s50_1 |
| Most instantiated logic cells after routing | dfxtp_1, and2_1, clkdlybuf4s50_1, mux2i_1, nand2_1 |
| Post-CTS Resized | 0 |
| Area of the mapped netlist | roughly 13000 um2 |
| Type of the worst setup path | input port to output pin |
| HPWL after DPL | between 10000 and 15000 um |
| Data arrival time of the worst path | approximately 4.5 ns |
| Detailed-routed wire length on met2 | between 9000 and 10000 um |
| Global-route wire length before repair | 37730 um |
| Wirelength, routed | between 20000 and 25000 um |
| TritonCTS clock tree | yes |
| Commonest Layout Cell | dfxtp_1 |
| Minimum setup slack after placement | between 1.5 and 2 ns |
| DRC viols | 0 |
| Biggest cell delay along the critical path | around 0.7 ns |
| Setup repair after global routing missed its margin | no |
| Std cell rows | about 65 |
| Flop and latch count out of synthesis | roughly 420 |
| Library cell occupying the most area in the post-synthesis netlist | dfxtp_1 |
| Cell area reported after detailed placement | between 10000 and 15000 um2 |
| Hold crit path type | flip-flop to flip-flop |
| Share of the synthesized netlist area taken by xor and xnor gates | 0% |
| Kind of end point of the critical path | output pin |
| Final global-route overflow total | 0 |
| Fmax | about 160 MHz |
| Met3 wirelength from detailed routing | between 1000 and 1500 um |
| YS warnings | 2 |
| Antenna violations before repair | 0 |
| Post-CTS setup buffer count | 0 |
| Worst slew slack as a fraction of its limit | a little over two fifths |
| Count of final hold-check violations | 0 |
| Proportion of synthesized chip area in sequential cells | roughly two thirds |
| Overall power | roughly 4300 uW |
| Final Critical Period | 6.063 ns |
| Metal-1 WL | 11260 um |
| Combinational family with the most area after synthesis | simple AND/OR/NAND/NOR gates |
| GPL Wtd Cong | between 0.8 and 0.9 |
| AND-OR/OR-AND share of the synthesized area | under 10% |
| Width of the die | around 180 um |
| Final worst slack | ~1.7 ns |
| Antenna Diode Count | 0 |
| YS chip area | around 13000 um2 |
| Cell repeated most along the worst path | clkdlybuf4s50_1 |
| Critical-path cell with the highest stage delay | nor4_4 |
| Number of buffers on the longest clock path | 3 |
| Maximum ir drop on the vdd rail | 0.1600 mV |
| Antenna viol nets, final | 0 |
| CTS H-tree depth | 2 |
| Layout area overhead | 25.25% |
| Clock input transition at the sequential cells of the worst setup and hold paths | 0.06 ns |
| Final count of pins violating max slew | 0 |
| Run status | finished, final reports clean |
| Synthesized-area fraction occupied by and/or/nand/nor cells | a little under a quarter |
| MUX area fraction | under 10% |
| Mean post-synth cell area | 11.54 um2 |
| Post-DR vias/cell | between 4 and 5 |
| Top flop regs | LEDR_R x18, SW_StatusR x18 |
| Critical-path maximum fanout | 24 |
| Number of clock sinks | between 400 and 500 |
| Finished Cell Area | approximately 16000 um2 |
| Final-layout setup total negative slack | 0 ns |
| Power per cell area | between 200 and 300 nW/um2 |
| Arithmetic-cell share of the synthesized area counting full adders, half adders and majority gates | 0% |
| Die height | 181.1 um |
| Proportion of layout cells with a drive suffix above 1 | 7.302% |
| Hold Buf Count CTS | 0 |
| Maximum number of pins on one net before global-route repair | approximately 84 |
| Fill cell total of the finished layout | approximately 2700 |
| Floorplan utilization | approximately two fifths |
| Clock tree root buffer cell | clkbuf_16 |
| Share of the clock period used by the worst path after layout | just under 80% |
| Clock buffer count from CTS | about 43 |
| Number of optimization iterations in the first detailed-route pass | 4 |
| Top cells by area | dfxtp_1, and2_1, mux2i_1 |
| Count of maximum capacitance violations | 0 |
| Area of the placeable core | around 32000 um2 |
| Leakage power summed over all cells | about 0.0067 uW |
| Max-area cell share | 65.37% |
| Maximum clock skew at final layout | approximately 0.016 ns |
| Dominant delay contributor by cell family on the critical path | simple AND/OR/NAND/NOR gates |
| Violation count after the first detailed-route iteration | between 200 and 300 |
| Number of buffer and inverter stages on the critical path | 3 |
| Avg WL per Cell | approximately 14 um |
| Slew @ Worst Pin | ~0.86 ns |
| Latest clock arrival within the worst-skew pair | ~0.53 ns |
| Cells in synth_stat.txt | between 1000 and 1500 |
| Highest Signal Layer | met4 |
| Number of placed I/O pins | 186 |
| Type of element launching the critical path | input port |
| Number of global-route vias before repair | just over 7000 |
| Setup violation total in the final timing report | 0 |
| OpenROAD warning count | 39 |
| Routed vias | roughly 7500 |
| Gr usage total | roughly 15% |
| Worst endpoint required time | 6.24 ns |
| Synthesized instance count | around 1100 |
| Die footprint | 32800 um2 |
-- layout make-up --
| cell class | count | area [um2] | area share (%) |
|---|---|---|---|
| clock inverters | 14 | 156.4 | 0.9731 |
| multi-input cells | 615 | 4040 | 25.14 |
| inverters | 23 | 86.33 | 0.5371 |
| well taps | 402 | 503.0 | 3.129 |
| repair buffers | 166 | 1634 | 10.17 |
| flip-flops and latches | 419 | 8388 | 52.19 |
| clock buffers | 64 | 1265 | 7.870 |
-- routing by layer --
metal	vias to the layer above	track usage, %
met5	-	0
met4	0	3.559
met3	49	2.895
met2	208	22.78
met1	3409	22.78
li1	3840	-
-- worst paths after layout --
path / start / endpoint / slack [ns] / depth (start not counted)
max: Addr[0] / DataOut[10] / 1.74 / 6
min: sw17.c_state[11]$_DFF_P_ / sw17.c_state[7]$_DFF_P_ / 0.41 / 1
max reg2reg: SW_StatusR[7]$_SDFFE_PP0P_ / SW_StatusR[7]$_SDFFE_PP0P_ / 6.98 / 2
min reg2reg: sw17.c_state[11]$_DFF_P_ / sw17.c_state[7]$_DFF_P_ / 0.41 / 1
-- stage by stage --
| step | hold WS (ns) | std cells | utilization, % |
|---|---|---|---|
| after floorplan | 0.4057 | 1125 | - |
| after detailed placement | 0.4097 | 1625 | 46.43 |
| final | 0.4061 | 1703 | 50.94 |
| after global routing | 0.4216 | 1703 | 50.94 |
| after CTS | 0.4105 | 1703 | 50.94 |
| after global placement | 0.4079 | 1625 | 46.43 |
-- cell usage after synthesis, drive strengths merged --
library cell	count
dfxtp	419
or3	1
and3	1
nand3	1
and4	17
and4bb	1
nor4b	4
a311oi	21
nand4	9
buf	32
nor2b	18
inv	23
mux2i	86
nor2	51
conb	1
clkbuf	36
nor4	7
or4	1
nand2	84
nor3	5
and2	294
-- worst reg2reg max path, delay by kind of cell, from the launching register on --
kind	cells	cell delay, ns
AOI/OAI and AO/OA	1	0.25
and+or+nand+nor	1	0.08
DFF	1	0.40
-- power breakdown --
group	total [uW]	internal, uW	leakage (uW)	switching (uW)
Clock	2010	1220	0.000708	789
Sequential	2160	2160	0.00339	2.43
Combinational	102	40.1	0.00262	61.6
-- cells by family after synthesis --
logic type,count (synthesis)
compound gates,21
other cells,1
flops,419
simple gates,494
buf+inv,91
mux,86
Power figures rest on the tool's default switching activity, not on a simulated workload.
