==> design/flow/design.v <==
module TimerCounter(
  input clk,
  input reset,
  input CS_N,
  input RD_N,
  input WR_N,
  input [11:0] Addr,
  input [31:0] DataIn,
  output reg [31:0] DataOut,
  output Intr);
  reg [31:0] CompareR;
  reg [31:0] CounterR;
  reg [31:0] StatusR; 
  always @(posedge clk)
  begin
    if(reset)                                        
          CompareR <=32'hFFFF_FFFF;
    else if(~CS_N && ~WR_N && (Addr[11:0]==12'h000))     
          CompareR <= DataIn;
  end
  always @(posedge clk)
  begin      
    if (reset)
         StatusR <= 32'b0; 
    else if (CompareR == CounterR)
         StatusR[0] <= 1'b1;
    else if (~CS_N && ~RD_N && Addr[11:0] == 12'h200)
         StatusR[0] <= 1'b0;
  end   
  assign  Intr = ~StatusR[0];
  always @(posedge clk)
  begin      
    if(reset | StatusR[0])   CounterR <= 32'b0;
    else                      CounterR <= CounterR + 32'b1; 
  end
  always @(*)
  begin
    if(~CS_N && ~RD_N)
    begin
      if      (Addr[11:0] == 12'h000) DataOut <= CompareR;
      else if (Addr[11:0] == 12'h100) DataOut <= CounterR;
      else if (Addr[11:0] == 12'h200) DataOut <= StatusR;
      else                            DataOut <= 32'b0;
     end
     else                             DataOut <= 32'b0;
  end
endmodule
==> design/flow/run.sh <==
#!/bin/bash
# OpenROAD 26Q1-2900-gdf79404cd8, Yosys 0.63+post, stock flow scripts
make -C /OpenROAD-flow-scripts/flow DESIGN_CONFIG=/design/flow/config.mk WORK_HOME=/design/flow/orfs finish
==> design/flow/config.mk <==
export PLATFORM = sky130hd
export DESIGN_NAME = TimerCounter
export DESIGN_NICKNAME = TimerCounter
export VERILOG_FILES = /design/flow/design.v
export SDC_FILE = /design/flow/constraint.sdc
export NUM_CORES = 4
export LEC_CHECK = 1
export CORE_UTILIZATION = 40
==> design/flow/constraint.sdc <==
current_design TimerCounter

set clk_period 3.9
set clk_io_pct 0.2

create_clock -name clk0 -period $clk_period [get_ports {clk}]

set non_clock_inputs [all_inputs -no_clocks]
set_input_delay [expr $clk_period * $clk_io_pct] -clock clk0 $non_clock_inputs
set_output_delay [expr $clk_period * $clk_io_pct] -clock clk0 [all_outputs]
==> impl_metrics.toml <==
# physical design summary
[routing]
drc = 0
postRouteAntennaNets = 0
num_vias = 3229
detail_route.wirelength_um = 8870
routedWlPerCell_um = 14.2
first_iter_violations = 60
dr.pass1.iters = 4
n_antenna_cell = 0
avgViaCountPerCell = 5.18

[clocking]
cts_max_level = 3
clk_path_buf_depth = 2
cts-root-buf = "clkbuf_8"
post_cts.repair.setup_buffers = 0
ctsResizeCount = 0
numClockSinks = 65
clk_latency_ns = 0.34
cts_hold_buf = 0
cts_buffers = 9
cts_tree = "built"
clk_pin_slew_ns = 0.07

[sta]
fmaxAchievable_ghz = 0.271
clock_skew_ns = 0.00921
period_used_pct = 94.7
maxSlewHeadroom_pct = 58.0
max_slew.worst_pin.slew_ns = 0.629
period_needed_ns = 3.69
finalHoldViolations = 0
drv_slew = 0
setup_violations = 0
rsz0062_at_grt = "no"
finalSetupTns_ns = 0

[finish]
drive_gt1_share_pct = 6.80
regArea_mm2 = 0.00130
post-route-util_pct = 53.2
logic_area_mm2 = 0.00208
most-common-layout-cells = "clkdlybuf4s50_1 (81), nand2_1 (76), dfxtp_1 (65), nor2_1 (60), xnor2_1 (46)"
syn2layout_area_growth_pct = 28.8
lay_top_count = "clkdlybuf4s50_1"
fillers = 850

[yosys]
ys.flops = 65
ys_seq_share_pct = 36.1
syn_avg_cell_area_um2 = 8.06
synthCells = 447
synth.distinct_cells = 36
ys_area_mm2 = 0.00360
synth_warnings = 1
synth_area_mm2 = 0.00360
ys_cells = 447

[critical_path]
ff2ff_path_depth = 6
start_kind = "input pin"
cp_top_family = "buffers and inverters"
path_class = "input pin to primary output"
cp_num_buf_inv = 3
endpoint_kind = "primary output"
critPathMaxStageDelay_ns = 0.48
r2r-end = "CounterR[30]"
reg2reg_slack_ns = 1.97
crit_chain = "clkdlybuf4s50_1, nor4_2, nand2_1, nor4_4, buf_4, a22oi_1, nor2_1, clkdlybuf4s50_1"
arrival_ns = 2.91
slowest_stage = "clkdlybuf4s50_1"
cpMostUsedCell = "clkdlybuf4s50_1"
path_max_fanout = 16
timing.rr.start = "CounterR[0]"
worstPathRequired_ns = 3.12

[worst_hold_path]
hold_depth = 2
hp-start = "CompareR[21]"
hold-path-endpoint = "CompareR[21]"
hold_class = "flop to flop"

[job]
tool_warnings = 25
maxCapViolations = 0

[global_routing]
grt_overflow_total = 0
grt_pass1_vias = 3031
antenna_found_initial = 0
grt_pass1_wl_um = 14900
grt_max_degree = 35
grtUsageTotal_pct = 19.6

[power_and_ir_drop]
power_density_mw_per_mm2 = 302
leakage_nw = 1.65
irDropWorstVdd_mv = 0.150
finalPower_mw = 1.40

[place]
gp_congestion = 0.868
port_buffers = 81
dp_hpwl_um = 6240

[floorplan]
fp-utilization_pct = 41.3
io_pins = 82
die_height_um = 96.9
die_w_um = 96.9
rows = 34
die_area_mm2 = 0.00939
core_mm2 = 0.00872

[run_status]
status = "finished clean"
-- layout make-up --
type / count / area share (%)
clock inverter: 2 / 1.29
sequential: 65 / 28.0
clock buffer: 14 / 3.51
multi-input combinational: 339 / 44.8
tap: 108 / 2.91
timing repair buffer: 88 / 18.9
inverter: 7 / 0.566
-- state kept, by name (all words and copies together) (netlist names) --
name      flops
CompareR     32
CounterR     32
StatusR       1
-- cells by family (layout without fill, tap and decap cells) --
logic type,count (synthesis),after routing,share of synthesized area (%)
fa+ha+maj,1,1,0.347
simple gates,237,237,34.6
compound gates,43,43,8.65
buf+inv,43,111,6.18
flops,65,65,36.1
xor+xnor,58,58,14.1
-- tightest hold or removal path, stage by stage, from the launching register on --
cell	delay, ns
dfxtp_1	0.33
nand2_1	0.06
nand3b_1	0.06
-- stage by stage --
step	std cells	setup WS [ns]	hold slack, ns	cell area (um^2)
finish	623	0.208	0.496	4640
global route	623	0.0182	0.523	4640
CTS	623	0.190	0.501	4640
detailed placement	607	0.197	0.490	4420
global placement	607	0.251	0.484	4420
floorplan	447	1.27	0.470	3600
-- synthesized netlist by cell type (all sizes together) --
library cell	n	area (um^2)
or2	2	12.5
inv	7	26.3
and3	4	25.0
or3	4	25.0
nor3	11	65.1
dfxtp	65	1300
a31o	1	8.76
a211oi	1	12.5
xnor2	46	403
o21ai	4	20.0
ha	1	12.5
nor2	60	225
clkbuf	15	57.6
nor2b	1	6.26
nor4	8	83.8
nand3b	32	240
buf	21	139
a22oi	32	245
and2	2	12.5
nand2b	1	6.26
xor2	12	105
nand4	18	140
nand3	11	55.1
nand2	76	285
and4	7	63.8
a21oi	5	25.0
-- where the power goes --
| group | switching, mW | internal [mW] | leakage, nW |
|---|---|---|---|
| combinational | 0.0293 | 0.0538 | 1.01 |
| clock | 0.252 | 0.396 | 0.111 |
| sequential | 0.00496 | 0.666 | 0.525 |
-- worst max path at each step --
stage / from / to / slack (ns) / cells past startpoint
final: Addr[1] / DataOut[4] / 0.21 / 8
after global routing: Addr[1] / DataOut[21] / 0.02 / 8
after CTS: Addr[1] / DataOut[3] / 0.19 / 8
-- layer usage --
layer / up-vias / track usage [%] / wire length (um)
li1: 1644 / - / -
met1: 1505 / 29.5 / 4270
met2: 72 / 31.0 / 4080
met3: 8 / 3.97 / 427
met4: 0 / 1.84 / 90
met5: - / 0 / 0
Power and IR drop assume default switching activity.
