<file path="design/flow/run.sh">
#!/bin/bash
# OpenROAD 26Q1-2900-gdf79404cd8, Yosys 0.63+post, stock flow scripts
make -C /OpenROAD-flow-scripts/flow DESIGN_CONFIG=/design/flow/config.mk WORK_HOME=/design/flow/orfs finish
</file>
<file path="design/flow/config.mk">
export PLATFORM = sky130hd
export DESIGN_NAME = mips
export DESIGN_NICKNAME = mips
export VERILOG_FILES = /design/flow/design.v
export SDC_FILE = /design/flow/constraint.sdc
export NUM_CORES = 4
export LEC_CHECK = 1
export CORE_UTILIZATION = 50
</file>
<file path="design/flow/constraint.sdc">
current_design mips

set clk_period 26.0
set clk_io_pct 0.2

create_clock -name clk0 -period $clk_period [get_ports {clk}]

set non_clock_inputs [all_inputs -no_clocks]
set_input_delay [expr $clk_period * $clk_io_pct] -clock clk0 $non_clock_inputs
set_output_delay [expr $clk_period * $clk_io_pct] -clock clk0 [all_outputs]
</file>
<file path="design/flow/design.v">
module mips(input         clk, reset,
            output [31:0] pc,
            input  [31:0] instr,
            output        memwrite,
            output [31:0] memaddr,
            output [31:0] memwritedata,
            input  [31:0] memreaddata);
  wire        signext, shiftl16, memtoreg, branch;
  wire        pcsrc, zero;
  wire        alusrc, regdst, regwrite, jump;
  wire [2:0]  alucontrol;
  controller c(.op         (instr[31:26]), 
			      .funct      (instr[5:0]), 
					.zero       (zero),
               .signext    (signext), 
               .shiftl16   (shiftl16), 
               .memtoreg   (memtoreg), 
					.memwrite   (memwrite), 
					.pcsrc      (pcsrc),
               .alusrc     (alusrc), 
					.regdst     (regdst), 
					.regwrite   (regwrite), 
					.jump       (jump),
               .alucontrol (alucontrol));
  datapath dp( .clk        (clk), 
			      .reset      (reset), 
					.signext    (signext), 
					.shiftl16   (shiftl16), 
					.memtoreg   (memtoreg), 
					.pcsrc      (pcsrc),
               .alusrc     (alusrc), 
					.regdst     (regdst), 
					.regwrite   (regwrite), 
					.jump       (jump),
               .alucontrol (alucontrol),
               .zero       (zero), 
					.pc         (pc), 
					.instr      (instr),
               .aluout     (memaddr), 
					.writedata  (memwritedata), 
					.readdata   (memreaddata));
endmodule
module controller(input  [5:0] op, funct,
                  input        zero,
                  output       signext,
                  output       shiftl16,
                  output       memtoreg, memwrite,
                  output       pcsrc, alusrc,
                  output       regdst, regwrite,
                  output       jump,
                  output [2:0] alucontrol);
  wire [1:0] aluop;
  wire       branch;
  maindec md( .op    (op), 
			     .signext   (signext), 
			     .shiftl16  (shiftl16), 
			     .memtoreg  (memtoreg), 
				  .memwrite  (memwrite), 
				  .branch    (branch),
              .alusrc    (alusrc), 
				  .regdst    (regdst), 
				  .regwrite  (regwrite), 
				  .jump      (jump),
              .aluop     (aluop));
  aludec  ad( .funct      (funct), 
			     .aluop      (aluop), 
				  .alucontrol (alucontrol));
  assign pcsrc = branch & zero;
endmodule
module maindec(input  [5:0] op,
               output       signext,
               output       shiftl16,
               output       memtoreg, memwrite,
               output       branch, alusrc,
               output       regdst, regwrite,
               output       jump,
               output [1:0] aluop);
  reg [10:0] controls;
  assign {signext, shiftl16, regwrite, regdst, 
			 alusrc, branch, memwrite,
          memtoreg, jump, aluop} = controls;
  always @(*)
    case(op)
      6'b000000: controls <= 11'b00110000011;  
      6'b100011: controls <= 11'b10101001000;  
      6'b101011: controls <= 11'b10001010000;  
      6'b000100: controls <= 11'b10000100001;  
      6'b001000, 
      6'b001001: controls <= 11'b10101000000;  
      6'b001101: controls <= 11'b00101000010;  
      6'b001111: controls <= 11'b01101000000;  
      6'b000010: controls <= 11'b00000000100;  
      default:   controls <= 11'bxxxxxxxxxxx;  
    endcase
endmodule
module aludec(input      [5:0] funct,
              input      [1:0] aluop,
              output reg [2:0] alucontrol);
  always @(*)
    case(aluop)
      2'b00: alucontrol <= 3'b010;   
      2'b01: alucontrol <= 3'b110;   
      2'b10: alucontrol <= 3'b001;   
      default: case(funct)           
          6'b100000,
          6'b100001: alucontrol <= 3'b010;  
          6'b100010,
          6'b100011: alucontrol <= 3'b110;  
          6'b100100: alucontrol <= 3'b000;  
          6'b100101: alucontrol <= 3'b001;  
          6'b101010: alucontrol <= 3'b111;  
          default:   alucontrol <= 3'bxxx;  
        endcase
    endcase
endmodule
module datapath(input         clk, reset,
                input         signext,
                input         shiftl16,
                input         memtoreg, pcsrc,
                input         alusrc, regdst,
                input         regwrite, jump,
                input  [2:0]  alucontrol,
                output        zero,
                output [31:0] pc,
                input  [31:0] instr,
                output [31:0] aluout, writedata,
                input  [31:0] readdata);
  wire [4:0]  writereg;
  wire [31:0] pcnext, pcnextbr, pcplus4, pcbranch;
  wire [31:0] signimm, signimmsh, shiftedimm;
  wire [31:0] srca, srcb;
  wire [31:0] result;
  wire        shift;
  flopr #(32) pcreg (.clk   (clk), 
			            .reset (reset), 
						   .d     (pcnext), 
						   .q     (pc));
  adder       pcadd1 (.a (pc), 
			             .b (32'b100), 
						 	 .y (pcplus4));
  sl2         immsh (.a (signimm), 
			            .y (signimmsh));
  adder       pcadd2 (.a (pcplus4), 
			             .b (signimmsh), 
							 .y (pcbranch));
  mux2 #(32)  pcbrmux(.d0  (pcplus4), 
			             .d1  (pcbranch), 
							 .s   (pcsrc), 
							 .y   (pcnextbr));
  mux2 #(32)  pcmux (.d0   (pcnextbr), 
			            .d1   ({pcplus4[31:28], instr[25:0], 2'b00}), 
                     .s    (jump), 
							.y    (pcnext));
  regfile     rf(.clk     (clk), 
			        .we      (regwrite), 
					  .ra1     (instr[25:21]),
					  .ra2     (instr[20:16]), 
					  .wa      (writereg),
                 .wd      (result), 
					  .rd1     (srca), 
					  .rd2     (writedata));
  mux2 #(5)   wrmux(.d0  (instr[20:16]), 
			           .d1  (instr[15:11]), 
						  .s   (regdst), 
						  .y   (writereg));
  mux2 #(32)  resmux(.d0 (aluout), 
			            .d1 (readdata), 
							.s  (memtoreg), 
							.y  (result));
  sign_zero_ext  sze(.a       (instr[15:0]), 
			            .signext (signext),
			            .y       (signimm[31:0]));
  shift_left_16 sl16(.a         (signimm[31:0]), 
			            .shiftl16  (shiftl16),
			            .y         (shiftedimm[31:0]));
  mux2 #(32)  srcbmux(.d0 (writedata), 
			             .d1 (shiftedimm[31:0]), 
							 .s  (alusrc), 
							 .y  (srcb));
  alu         alu( .a       (srca), 
			          .b       (srcb), 
						 .alucont (alucontrol),
						 .result  (aluout), 
						 .zero    (zero));
endmodule
module regfile(input         clk, 
               input         we, 
               input  [4:0]  ra1, ra2, wa, 
               input  [31:0] wd, 
               output [31:0] rd1, rd2);
  reg [31:0] rf[31:0];
  always @(posedge clk)
    if (we) rf[wa] <= wd;	
  assign rd1 = (ra1 != 0) ? rf[ra1] : 0;
  assign rd2 = (ra2 != 0) ? rf[ra2] : 0;
endmodule
module alu(input      [31:0] a, b, 
           input      [2:0]  alucont, 
           output reg [31:0] result,
           output            zero);
  wire [31:0] b2, sum, slt;
  assign b2 = alucont[2] ? ~b:b; 
  assign sum = a + b2 + alucont[2];
  assign slt = sum[31];
  always@(*)
    case(alucont[1:0])
      2'b00: result <= a & b;
      2'b01: result <= a | b;
      2'b10: result <= sum;
      2'b11: result <= slt;
    endcase
  assign zero = (result == 32'b0);
endmodule
module adder(input [31:0] a, b,
             output [31:0] y);
  assign y = a + b;
endmodule
module sl2(input  [31:0] a,
           output [31:0] y);
  assign y = {a[29:0], 2'b00};
endmodule
module sign_zero_ext(input      [15:0] a,
                     input             signext,
                     output reg [31:0] y);
   always @(*)
	begin
	   if (signext)  y <= {{16{a[15]}}, a[15:0]};
	   else          y <= {16'b0, a[15:0]};
	end
endmodule
module shift_left_16(input      [31:0] a,
		               input         shiftl16,
                     output reg [31:0] y);
   always @(*)
	begin
	   if (shiftl16) y = {a[15:0],16'b0};
	   else          y = a[31:0];
	end
endmodule
module flopr #(parameter WIDTH = 8)
              (input                  clk, reset,
               input      [WIDTH-1:0] d, 
               output reg [WIDTH-1:0] q);
  always @(posedge clk, posedge reset)
    if (reset) q <= 0;
    else       q <= d;
endmodule
module flopenr #(parameter WIDTH = 8)
                (input                  clk, reset,
                 input                  en,
                 input      [WIDTH-1:0] d, 
                 output reg [WIDTH-1:0] q);
  always @(posedge clk, posedge reset)
    if      (reset) q <= 0;
    else if (en)    q <= d;
endmodule
module mux2 #(parameter WIDTH = 8)
             (input  [WIDTH-1:0] d0, d1, 
              input              s, 
              output [WIDTH-1:0] y);
  assign y = s ? d1 : d0; 
endmodule
</file>
==> impl_metrics.tcl <==
# flow metrics
set metrics [dict create \
    critical_path.max_fanout 46 \
    routedWlPerCell_um 38.6 \
    end_kind "output port" \
    rr_worst_depth 22 \
    cts_tree "done" \
    startpoint "instr[16]" \
    num_vias 36000 \
    dp.cells 4931 \
    drt-total-wl_mm 199 \
    cts.clk_slew.worst_paths_ns 0.06 \
    netlist_area_sq_mm 0.0551 \
    antenna_left 0 \
    routed_via_density 6.98 \
    met3_usage_pct 34.3 \
    cts_resized 0 \
    required_ns 20.80 \
    dp_hpwl_mm 123 \
    htree_levels 3 \
    yosysUniqueCellTypes 95 \
    chip_area_sq_mm 0.111 \
    yosys_cells 3434 \
    endpoint "memaddr[26]" \
    leakage_nw 20.8 \
    drtPass1Iterations 6 \
    p_per_area_mw_per_mm2 83.1 \
    finClkSkew_ns 0.0451 \
    gr-total-overflow 0 \
    rrSetupSlack_ns 18.22 \
    crit_path_frequent_cell "buf_4" \
    reg2reg_from "dp.rf.rf[23][4]" \
    placed_area_sq_mm 0.0589 \
    final_cell_area_sq_mm 0.0626 \
    synth_flop_count 1054 \
    use_met2_pct 52.5 \
    tightest_slew_ns 1.17 \
    grt_use_total_pct 40.1 \
    clockBufferDepth 3 \
    cp_slowest_cell "buf_4" \
    ys_chip_area_sq_mm 0.0551 \
    cts_setup_buffers 0 \
    drc 0 \
    area_delta_synth_final_pct 13.6 \
    busiest_layer "met2" \
    r2r_end "dp.pcreg.q[19]" \
    grt.met1_usage_pct 49.3 \
    cp.arrival_ns 13.37 \
    syn-mean-instance-area_sq_um 16.0 \
    relSlewSlack_pct 22.0 \
    fmax_mhz 53.9 \
    critPathTopFamily "buffers and inverters" \
    clk-insertion-delay-late_ns 0.74 \
    cts_hold_buf 0 \
    status "completed" \
    fin_setup_tns_ns 0 \
    drive_above_1_share_pct 25.9 \
    slew_viol_final 0 \
    final.min_clock_period_ns 18.57 \
    grt_pass1_wl_mm 280 \
    cp-start-kind "input pin" \
    netlist_instances 3434 \
    final_cells 5151 \
    coreArea_sq_mm 0.109 \
    whs_path_depth 2 \
    grt_antenna_before_repair 6 \
    synthArstFlopShare_pct 2.85 \
    worst-path-buf-inv 7 \
    ys_seq_share_pct 57.2 \
    yosysWarningCount 7 \
    fp_util_pct 50.5 \
    gp_congestion 0.990 \
    cap_violations 0 \
    die_h_um 334 \
    warning_count 26 \
    cts-root-buf "clkbuf_16" \
    path_class "in -> out" \
    cts_made_buffers 110 \
    path_cells "buf_8, buf_4, buf_4, buf_4, buf_4, mux4_2, mux2i_1, a32oi_1, a32oi_1, xor2_1, ha_1, or2_2, a21oi_1, a211o_1, a21oi_1, o21ai_0, nand2_1, a221o_1, a21o_1, a211oi_1, inv_1, clkdlybuf4s50_1" \
    period_used_pct 71.4 \
    die_width_um 334 \
    clock-sinks 1054 \
    fin_ws_ns 7.43 \
    synth-edff-count 1024 \
    grt_pass1_vias 38300 \
    num_io_pins 163 \
    cp_num_cells 22 \
    std_cell_rows 121 \
    peakVddDrop_mv 0.0640 \
    setup_viol 0 \
    io_buffers 160 \
    place_ws_ns 7.44 \
    hold_violations 0 \
    grt_max_degree 80 \
    rsz0062_at_grt "false" \
    drt_iter0_drc 2417 \
    critPathMaxStageDelay_ns 0.74 \
    flop_cell "edfxtp_1" \
    hold_class "reg -> reg" \
]
## cell type report
type | count | area (sq um)
repair buffers | 334 | 2950
inverters | 47 | 179
diodes | 13 | 32.5
multi-input cells | 2082 | 22500
well taps | 1414 | 1770
fillers | 8056 | 46400
flip-flops and latches | 1054 | 31500
clock buffers | 132 | 2880
clock inverters | 75 | 732
## worst min path at each step
stage,start,end,slack [ns]
after CTS,dp.pcreg.q[31],dp.pcreg.q[31],0.62
after global routing,dp.pcreg.q[31],dp.pcreg.q[31],0.65
final,dp.pcreg.q[31],dp.pcreg.q[31],0.61
## through the flow
stage               hold slack (ns)  utilization, %  power, mW
detailed placement            0.604            54.1       3.62
global route                  0.652            57.4       5.38
global placement              0.598            54.1       3.60
finish                        0.613            57.4       5.20
CTS                           0.617            57.4       5.19
floorplan                     0.542               -       3.05
## report_power, final
group	switching (mW)	total [mW]	leakage (nW)	internal, mW
Sequential	0.0400	2.30	9.64	2.26
Combinational	0.852	1.32	9.45	0.471
Clock	0.673	1.58	1.74	0.907
## registers in the layout (all words and copies together) (netlist names)
register / flops
dp.rf.rf: 1024
dp.pcreg.q: 30
## metal layers
metal,routed length [um],part of all wire (%)
met2,86000,43
met5,641,0.32
met3,40100,20
met4,9610,4.8
met1,62300,31
## synthesized netlist by cell type, types with 10 or more instances
master    instances  area, sq um
o21ai_0          85          425
a21o_1           38          285
or3_1            12         75.1
nor2_1          190          713
inv_1            44          165
a211oi_1         43          323
a21oi_1         112          561
buf_4            30          225
o221ai_1         26          228
nand4_1          19          119
and2_1           12         75.1
nor3b_1          10         75.1
mux2_2           57          642
o211ai_1         15          113
a22oi_1          26          195
nand3_1          36          180
nor3_1           75          375
ha_1             60          751
nand2_1         145          544
xnor2_1          72          631
o22ai_1          37          231
buf_2            62          310
and3_1           25          156
nand2b_1         16          100
buf_1            25         93.8
mux4_2          486        10900
mux2i_1         188         1880
a22o_1           14          123
maj3_1           19          190
clkbuf_1        126          473
dfrtp_1          30          751
o21bai_1         15          113
edfxtp_1       1024        30700
nor2b_1          24          150
a221oi_1         32          280
a31oi_1          21          131
xor2_1           32          280
## placed cells by master (no fill, tap or decap), drive strengths merged, types with 12 or more instances in the layout
cell type / count
mux2i: 189
clkbuf: 132
diode: 13
mux4: 486
inv: 49
or3: 12
nor2b: 24
ha: 60
nand2b: 16
o211ai: 16
xor2: 32
clkinv: 53
and2: 14
maj3: 19
nand3: 36
a21oi: 113
a21o: 38
nand2: 145
buf: 183
a211oi: 44
o21bai: 15
edfxtp: 1024
a22o: 14
clkdlybuf4s50: 151
dfrtp: 30
a31oi: 22
o22ai: 37
bufinv: 12
nand4: 19
a22oi: 26
o21ai: 89
nor3: 75
a221oi: 37
nor2: 191
xnor2: 72
o221ai: 26
mux2: 57
and3: 25
## cell families (layout without fill, tap and decap cells)
family	after synthesis	after routing	share of synthesized area, %
buffers and inverters	299	588	2.51
AND/OR/NAND/NOR	613	613	5.36
flip-flops	1054	1054	57.2
other	1	15	0.00681
adder cells (fa/ha/maj)	81	81	1.78
AND-OR/OR-AND	549	549	6.92
XOR/XNOR	105	105	1.70
multiplexers	732	732	24.5
## worst reg2reg max path: cells and delay by family (launching register included)
family / cells / cell delay, ns
and+or+nand+nor: 7 / 3.86
AOI/OAI and AO/OA: 8 / 1.47
muxes: 2 / 0.68
buffers and inverters: 2 / 0.58
DFF: 1 / 0.40
adders and majority gates: 1 / 0.37
xor gates and xnor gates: 2 / 0.36
Power figures rest on the tool's default switching activity, not on a simulated workload.
